File: design/flow/run.sh
#!/bin/bash
# OpenROAD 26Q1-2900-gdf79404cd8, Yosys 0.63+post, stock flow scripts
make -C /OpenROAD-flow-scripts/flow DESIGN_CONFIG=/design/flow/config.mk WORK_HOME=/design/flow/orfs finish
File: design/flow/config.mk
export PLATFORM = sky130hd
export DESIGN_NAME = adder32
export DESIGN_NICKNAME = adder32
export VERILOG_FILES = /design/flow/design.v
export SDC_FILE = /design/flow/constraint.sdc
export NUM_CORES = 4
export LEC_CHECK = 1
export CORE_AREA = 10 10 83 83
export DIE_AREA = 0 0 93 93
export SYNTH_HDL_FRONTEND = slang
File: design/flow/constraint.sdc
current_design adder32

set clk_period 25.0
set clk_io_pct 0.2

create_clock -name clk0 -period $clk_period

set non_clock_inputs [all_inputs -no_clocks]
set_input_delay [expr $clk_period * $clk_io_pct] -clock clk0 $non_clock_inputs
set_output_delay [expr $clk_period * $clk_io_pct] -clock clk0 [all_outputs]
File: design/flow/design.v
package calculator_pkg;
    parameter DATA_W = 32;
    parameter MEM_WORD_SIZE = 64;
    parameter ADDR_W = 10;
    typedef enum logic [3:0] {
        S_IDLE,
        S_READ,
        S_READ2,
        S_ADD,
        S_ADD2,
        S_WRITE,
        S_END
    } state_t;
    typedef enum logic {LOWER, UPPER} buffer_loc_t;
endpackage
`timescale 1ns/1ps 
module adder32 #(
    parameter int DATA_W = 32
)(
    input logic [DATA_W - 1 : 0]    a_i,  
    input logic [DATA_W - 1 : 0]    b_i,  
    input logic                     c_i,  
    output logic                    c_o,  
    output logic [DATA_W - 1 : 0]   sum_o  
);
    logic [DATA_W:0] carries;
    assign carries[0] = c_i;
    assign c_o = carries[DATA_W];
    generate
        genvar i;
		for (i = 0; i < DATA_W; i = i+1) begin
          full_adder fa_inst (
            .a (a_i[i]), 
            .b (b_i[i]), 
            .cin (carries[i]),
            .s (sum_o[i]), 
            .cout (carries[i+1])
            );
		end
    endgenerate
endmodule
module full_adder (
    input logic a,
    input logic b,
    input logic cin,
    output logic s,
    output logic cout
);
    assign {cout, s} = a + b + cin;
endmodule
==> out/results.tsv <==
stage	metric	value	unit
critical_path	WP data arrival	18340	ps
job	Max-Cap Viols	0	
critical_path	slowest stage cell on the critical path	clkdlybuf4s50_1	
power_and_ir_drop	Max VDD drop	8.55	µV
final_timing	Slew @ Worst Pin	117	ps
final_timing	hold slack final	11050	ps
die	Die Y	93	µm
routing	Via density	3.39	
die	Die ar.	8650	µm²
layout	Flops	0	
final_timing	final setup violation count	0	
routing	Via Count	711	
final_timing	Slew HR	92.1	%
critical_path	slowest stage delay, CP	460	ps
final_timing	Final Hold Vio Count	0	
placed_design	Place WS	1580	ps
routing	Detailed Routing Iterations Pass 1	2	
layout	clock buffer count	0	
clock_tree	hold buffer count at CTS	0	
final_timing	unrepaired setup endpoints after global routing	no	
synthesis	Yosys Instances	74	
layout	Top cells excl fill/tap	clkdlybuf4s50_1 (98), fa_1 (32), inv_1 (10)	
layout	filler instances	529	
routing	Starting DRT DRC Count	2	
power_and_ir_drop	Leak	0.000670	µW
run_status	status	finished, final reports clean	
final_timing	min Tclk post-route	23340	ps
routing	Antenna diodes	0	
placed_design	Final GP Congestion	0.734	
layout	layout cells sized above 1	0	%
global_route	vias in the first global route	858	
routing	final WL	2790	µm
synthesis	syn_area_per_cell	12.4	µm²
global_route	pin count of the biggest net entering global routing	2	
synthesis	Cell Type Count	3	
final_timing	Final Max Tran Viols	0	
critical_path	startpoint types	input port	
synthesis	synthesized instance count	74	
global_route	first-pass GRT wire length	4280	µm
global_route	global route overflow	0	
layout	most frequent logic cell in the layout	clkdlybuf4s50_1	
placed_design	Inst Count DP	210	
final_timing	cycle use final	93.3	%
placed_design	dpl hpwl	2840	µm
final_timing	fmax	42.9	MHz
job	Log Warnings	32	
critical_path	Worst Setup End Kind	output pin	
clock_tree	CTS resizes	0	
layout	Logic area	641	µm²
layout	synthesis-to-finish area growth	90.2	%
final_timing	Fin Setup TNS	0	ps
layout	Non-Filler Instances	210	
die	die width	93	µm
critical_path	Req. time, crit path	20000	ps
synthesis	sequential area share after synthesis	0	%
layout	Sequential Area	0	µm²
power_and_ir_drop	Power, Total	42.0	µW
global_route	Overall Global Routing Usage	6.16	%
die	floorplan utilization	17.9	%
routing	wire length per cell	13.3	µm
worst_hold_path	hold path depth	5	
routing	# DRC	0	
critical_path	critical path class	in2out	
clock_tree	setup bufs post-CTS	0	
power_and_ir_drop	Power Dens Cells	24.0	nW/µm²
die	Core ar.	5140	µm²
die	Core Rows	26	
synthesis	Synth warnings	0	
placed_design	I/O Buffers	98	
critical_path	Crit Path Max Fanout	1	
synthesis	YS chip area	918	µm²
synthesis	Mapped Area	918	µm²
global_route	initial antenna violation count	0	
final_timing	final worst slack	1660	ps
die	IO Pins	98	
worst_hold_path	Worst Hold Class	in2out	
critical_path	CP dominant cell by count	fa_1	
routing	Routed Antenna Nets	0	
-- worst paths after layout --
path	startpoint	slack [ps]	endpoint
worst max-delay path	b_i[0]	1660	sum_o[31]
worst min-delay path	c_i	11050	sum_o[0]
-- power breakdown --
part	total [µW]	switching, µW	internal [µW]
clock network	0	0	0
logic	42.0	10.6	31.4
registers	0	0	0
-- worst max-delay path: cells and delay by family --
| family | cells | cell delay, ps |
|---|---|---|
| buf+inv | 6 | 1110 |
| fa+ha+maj | 32 | 12210 |
-- stage by stage --
stage	area [µm²]	utilization (%)
CTS	1750	34.0
floorplan	918	-
global placement	1750	34.0
global route	1750	34.0
detailed placement	1750	34.0
finish	1750	34.0
-- cell usage after synthesis --
| cell type | instances | share of area, % |
|---|---|---|
| fa_1 | 32 | 70 |
| buf_4 | 32 | 26 |
| inv_1 | 10 | 4.1 |
-- cells by family after synthesis --
kind of cell               count (synthesis)  share of synthesized area [%]
adders and majority gates                 32                           69.8
buffers and inverters                     42                           30.2
-- area by class of cell --
class / count / share of cell area [%]
inverters: 10 / 2.15
multi-input cells: 32 / 36.7
well taps: 70 / 5.01
repair buffers: 98 / 56.2
-- metal layers --
metal,GRT usage (%),vias to the layer above,share of wire (%)
li1,-,312,-
met1,7.04,316,38
met2,8.59,83,37
met3,6.14,0,25
met4,0,0,0
met5,0,-,0
Power is estimated from default activity; no workload was simulated.
