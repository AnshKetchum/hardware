### flow/design.v
package calculator_pkg;
    parameter DATA_W = 32;
    parameter MEM_WORD_SIZE = 64;
    parameter ADDR_W = 10;
    typedef enum logic [3:0] {
        S_IDLE,
        S_READ,
        S_READ2,
        S_ADD,
        S_ADD2,
        S_WRITE,
        S_END
    } state_t;
    typedef enum logic {LOWER, UPPER} buffer_loc_t;
endpackage
module result_buffer import calculator_pkg::*; (
    input logic     clk_i,                           
    input logic     rst_i,                           
    input logic     [DATA_W-1 : 0] result_i,         
    input logic     loc_sel,                         
    output logic    [MEM_WORD_SIZE-1 : 0] buffer_o  
);
    logic [MEM_WORD_SIZE-1 : 0] internal_buffer;
    always_ff @(posedge clk_i) begin
        if(rst_i) begin 
            internal_buffer <= 0;
        end else begin 
            if(loc_sel == 1) begin 
                internal_buffer[MEM_WORD_SIZE-1:DATA_W] <= result_i;
            end else begin 
                internal_buffer[DATA_W-1:0] <= result_i;
            end 
        end 
    end
    assign buffer_o = internal_buffer;
endmodule
### flow/constraint.sdc
current_design result_buffer

set clk_period 1.0
set clk_io_pct 0.2

create_clock -name clk0 -period $clk_period [get_ports {clk_i}]

set non_clock_inputs [all_inputs -no_clocks]
set_input_delay [expr $clk_period * $clk_io_pct] -clock clk0 $non_clock_inputs
set_output_delay [expr $clk_period * $clk_io_pct] -clock clk0 [all_outputs]
### flow/run.sh
#!/bin/bash
# OpenROAD 26Q1-2900-gdf79404cd8, Yosys 0.63+post, stock flow scripts
make -C /OpenROAD-flow-scripts/flow DESIGN_CONFIG=/design/flow/config.mk WORK_HOME=/design/flow/orfs finish
### flow/config.mk
export PLATFORM = sky130hd
export DESIGN_NAME = result_buffer
export DESIGN_NICKNAME = result_buffer
export VERILOG_FILES = /design/flow/design.v
export SDC_FILE = /design/flow/constraint.sdc
export NUM_CORES = 4
export LEC_CHECK = 1
export CORE_UTILIZATION = 30
export SYNTH_HDL_FRONTEND = slang
==> results.cfg <==
; generated from flow reports
[drt]
dr.pass1.iters = 4
drcViolationCount = 0
antenna_left = 0
route.vias.total = 1744
via_per_inst = 4.20
wl_um = 4980
wl_per_cell_um = 12.0
drtIter0Drc = 44
antenna_cells = 0

[worst_setup_path]
crit_slowest_cell = dfxtp_2
criticalPathCategory = flip-flop to output port
crit_start = buffer_o[25]
crit_family = flip-flops
worstSetupEndpointType = output port
cp_cell_sequence = buf_2
required_ps = 800
r2r_end = buffer_o[13]
cpPeakStageDelay_ps = 320
critPathMaxFanout = 2
crit_arrival_ps = 760
rr_startpoint = buffer_o[13]
startpoint_type = flip-flop
worst-path-buf-inv = 1
r2r_cells = 3
ff2ff_setup_slack_ps = 280

[power_and_ir_drop]
pwr-share-seq_pct = 49.3
p_leak_uw = 0.00167
irDropWorstVdd_v = 0.000811
p_int_uw = 4410
p_sw_uw = 1260
swShare_pct = 22.2
combPwrFrac_pct = 11.3
finalPower_uw = 5670
power.density_mw_per_mm2 = 1700
pwr-share-clk_pct = 39.3

[final_layout]
largest_reg_flops = 64
final_core_util_pct = 45.4
synthToLayoutAreaGrowth_pct = 45.4
final_layout_size_suffix_gt1_share_pct = 48.7

[yosys]
area_leaders = dfxtp_1 (56%), mux2i_1 (28%), nor2_1 (10%)
top_area_cell = dfxtp_1
ys_sh_simple_pct = 10.5
ys_area_sq_mm = 0.00229
mux_share_pct = 28.0
ys_warn_count = 0
synth_cells = 206
synthFlopType = dfxtp_1
edf_count = 0
syn_area_sq_mm = 0.00229
async_reset_ff_share_pct = 0
ys.flops = 64
ys_cells = 206
compound_area_share_pct = 0
ys_sh_adder_pct = 0
yosysSeqAreaShare_pct = 55.9
synth_area_per_cell_sq_um = 11.1
synth_cell_types = 7
common_cells = dfxtp_1 (64), mux2i_1 (64), nor2_1 (64)
top_logic_kind = multiplexers
top_cell_area_share_pct = 55.9
xor_share_pct = 0

[final_timing]
rsz0062_at_grt = yes
fin_crit_sh_pct = 96.2
worst_pin_slew_ps = 146
setup_viol = 0
holdWs_ps = 112
final-hold-violation-count = 0
post-route-min-period_ps = 962
drv_slew = 0
max_freq_mhz = 1040
fin_worst_skew_ps = 0
maxSlewHeadroom_pct = 90.0

[grt]
grt_overflow = 0
grt_pass1_wl_um = 7700
grt.total_usage_pct = 12.8
antenna_found_initial = 0
grt_start_max_net_pins = 41
grt_pass1_vias = 1640

[hold_path]
hp-start = rst_i
min-delay-path-class = primary input to flip-flop
hold_depth = 2
holdPathEnd = buffer_o[56]

[clocking]
clock_latency_ps = 330
postCtsSetupBuffers = 0
clock_sinks = 64
clockRootBuffer = clkbuf_8
cts_tree = yes
cts_hold_buf = 0
htreeDepth = 3
clockBufferDepth = 2
cts_buffers = 9
clk_pin_slew_worst_paths_ps = 70

[placed_design]
gp_congestion = 0.701
port_buffers = 98
dpl.hpwl_um = 3420

[job]
drv_cap = 0
warning_count = 26

[floorplan]
die_h_um = 89.4
die_area_sq_mm = 0.00799
core-area_sq_mm = 0.00733
rows = 31
fp_util_pct = 31.3
die_width_um = 89.4
ioPinCount = 99

[run_status]
status = finished, final reports clean
-- repair_timing --
| item | 4_1_cts | 5_1_grt |
|---|---|---|
| endpoints found under the setup margin | 64 | 5 |
| cloned | 0 | 0 |
| gates resized | 258 | 0 |
-- area by class of cell --
class | instances | area, sq um
clock buffer | 13 | 159
clock inverter | 3 | 40.0
fill | 712 | 4000
multi-input combinational | 128 | 881
sequential | 64 | 1360
tap | 99 | 124
timing repair buffer | 108 | 766
-- per-layer routing --
metal / wire [um] / up-vias / share of wire (%) / track usage [%]
met3: 405 / 8 / 8.1 / 4.59
met2: 2150 / 62 / 43 / 18.6
met4: 93 / 0 / 1.9 / 2.45
met1: 2340 / 779 / 47 / 18.9
li1: - / 895 / - / -
met5: 0 / - / 0 / 0
-- stage by stage --
step / setup WS [ps] / area [sq um] / setup TNS, ps / cells
2_1_floorplan: 146 / 2290 / 0 / 206
3_5_place_dp: -9.39 / 3370 / -14.3 / 399
6_report: 38.0 / 3330 / 0 / 415
3_3_place_gp: -9.58 / 3370 / -10.5 / 399
4_1_cts: 8.53 / 3330 / 0 / 415
5_1_grt: -9.15 / 3330 / -22.4 / 415
-- worst max-delay path by stage --
stage	endpoint	slack [ps]	depth (start not counted)
final	buffer_o[25]	40	1
after global routing	buffer_o[16]	-9	1
after CTS	buffer_o[13]	9	1
-- cell usage in the layout, fill, tap and decap left out --
| cell | Yosys | layout |
|---|---|---|
| buf_2 | 0 | 65 |
| mux2i_1 | 64 | 64 |
| nor2_1 | 64 | 64 |
| dfxtp_2 | 0 | 64 |
| clkdlybuf4s50_1 | 0 | 32 |
| clkbuf_8 | 0 | 11 |
| buf_4 | 0 | 8 |
| buf_12 | 0 | 3 |
| clkinv_2 | 0 | 2 |
| clkbuf_1 | 0 | 2 |
| bufinv_16 | 0 | 1 |
-- power groups by stage --
stage	Clock, uW	Sequential (uW)	Combinational, uW
finish	2230	2800	643
global route	2420	2810	726
CTS	2310	2800	657
-- kinds of logic (layout without fill, tap and decap cells) --
group	after synthesis	in the layout
buf+inv	14	124
mux	64	64
simple gates	64	64
flops	64	64
Power and IR drop assume default switching activity.
