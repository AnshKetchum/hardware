--- /design/flow/run.sh ---
#!/bin/bash
# OpenROAD 26Q1-2900-gdf79404cd8, Yosys 0.63+post, stock flow scripts
make -C /OpenROAD-flow-scripts/flow DESIGN_CONFIG=/design/flow/config.mk WORK_HOME=/design/flow/orfs finish
--- /design/flow/config.mk ---
export PLATFORM = sky130hd
export DESIGN_NAME = controller
export DESIGN_NICKNAME = controller
export VERILOG_FILES = /design/flow/design.v
export SDC_FILE = /design/flow/constraint.sdc
export NUM_CORES = 4
export LEC_CHECK = 1
export CORE_UTILIZATION = 30
export SYNTH_HDL_FRONTEND = slang
--- /design/flow/constraint.sdc ---
current_design controller

set clk_period 8.1
set clk_io_pct 0.2

create_clock -name clk0 -period $clk_period [get_ports {clk_i}]

set non_clock_inputs [all_inputs -no_clocks]
set_input_delay [expr $clk_period * $clk_io_pct] -clock clk0 $non_clock_inputs
set_output_delay [expr $clk_period * $clk_io_pct] -clock clk0 [all_outputs]
--- /design/flow/design.v ---
package calculator_pkg;
    parameter DATA_W = 32;
    parameter MEM_WORD_SIZE = 64;
    parameter ADDR_W = 10;
    typedef enum logic [3:0] {
        S_IDLE,
        S_READ,
        S_READ2,
        S_ADD,
        S_ADD2,
        S_WRITE,
        S_END
    } state_t;
    typedef enum logic {LOWER, UPPER} buffer_loc_t;
endpackage
module controller import calculator_pkg::*;(
  	input  logic              clk_i,
    input  logic              rst_i,
    input  logic [ADDR_W-1:0] read_start_addr,
    input  logic [ADDR_W-1:0] read_end_addr,
    input  logic [ADDR_W-1:0] write_start_addr,
    input  logic [ADDR_W-1:0] write_end_addr,
    output logic 						write,
	output logic 						read,
    output logic [ADDR_W-1:0]			w_addr,
    output logic [MEM_WORD_SIZE-1:0]	w_data,
    output logic [ADDR_W-1:0]			r_addr,
    input  logic [MEM_WORD_SIZE-1:0]	r_data,
    output logic buffer_control,
  	output logic [DATA_W-1:0] op_a,
    output logic [DATA_W-1:0] op_b,
	output logic carry_in,	 
	input  logic carry_out,  
    input  logic [MEM_WORD_SIZE-1:0] buff_result
); 
	logic [DATA_W-1:0] cycle_count;
	always_ff @(posedge clk_i) begin
		if (rst_i)
			cycle_count <= 0;
		else
			cycle_count <= cycle_count + 1'b1;
	end
    state_t state, next;
	logic [ADDR_W-1:0] op_a_addr, op_b_addr, w_ptr;
  	logic [MEM_WORD_SIZE-1:0] op_a_reg;
	logic [MEM_WORD_SIZE-1:0] op_b_reg; 
	logic carry_reg;
	logic [DATA_W-1:0] op_a_lower, op_a_upper;
	logic [DATA_W-1:0] op_b_lower, op_b_upper;
	assign op_a_lower = op_a_reg[DATA_W-1:0];
	assign op_a_upper = op_a_reg[MEM_WORD_SIZE-1:DATA_W];
	assign op_b_lower = op_b_reg[DATA_W-1:0];
	assign op_b_upper = op_b_reg[MEM_WORD_SIZE-1:DATA_W];
	logic [DATA_W-1:0] r_data_lower, r_data_upper;
	assign r_data_lower = r_data[DATA_W-1:0];
	assign r_data_upper = r_data[MEM_WORD_SIZE-1:DATA_W];
	logic [ADDR_W-1:0] read_mid_addr;
	assign read_mid_addr = read_start_addr + ((read_end_addr - read_start_addr + 1) >> 1);
	always_comb begin
		case (state)
			S_IDLE:      next = S_READ;   
			S_READ:      next = S_READ2;   
			S_READ2:     next = S_ADD; 
			S_ADD:		 next = S_ADD2;
			S_ADD2:		 next = S_WRITE;
			S_WRITE: begin
				if (op_a_addr >= read_mid_addr - 1)
					next = S_END;
				else
					next = S_READ;
				end
			S_END: next = S_END;
			default: next = S_IDLE;
		endcase
	end
	always_ff @(posedge clk_i) begin
		if (rst_i) begin
			op_a_addr <= read_start_addr;
			op_b_addr <= read_mid_addr;
			w_ptr <= write_start_addr;
			op_a_reg <= '0;
			op_b_reg <= '0;
			carry_reg <= '0;
			state <= S_IDLE;
		end
		else begin
			state <= next;
			case (state)
				S_READ2: begin
					op_a_reg <= r_data;
				end
				S_ADD: begin
					op_b_reg <= r_data;
					carry_reg <= carry_out;
				end
				S_ADD2: begin
				end
				S_WRITE: begin
  					op_a_addr <= op_a_addr + 1'b1;
					op_b_addr <= op_b_addr + 1'b1;
					w_ptr <= w_ptr + 1'b1;
					carry_reg <= 1'b0;
				end
			endcase
		end
	end
	always_comb begin
       	write = 1'b0;
		read  = 1'b0;
    	r_addr = op_a_addr;   
    	w_addr = w_ptr;
		w_data = buff_result;
    	op_a   = '0;
    	op_b   = '0;
    	carry_in = 1'b0;
		buffer_control = LOWER;  
        case (state)  
            S_IDLE: begin
            end
			S_READ: begin
 				read = 1'b1;
				r_addr = op_a_addr;
			end
			S_READ2: begin
				read = 1'b1;
				r_addr = op_b_addr;
			end			
			S_ADD: begin
				op_a = op_a_reg[DATA_W-1:0];
				op_b = r_data[DATA_W-1:0];
				carry_in = 1'b0;
				buffer_control = LOWER;
			end
			S_ADD2: begin
				op_a = op_a_reg[MEM_WORD_SIZE-1:DATA_W];
				op_b = op_b_reg[MEM_WORD_SIZE-1:DATA_W];
				carry_in = carry_reg; 
				buffer_control = UPPER;
			end
			S_WRITE: begin
				write = 1'b1;
				w_data = buff_result;
				w_addr = w_ptr;
			end
            S_END: begin
            end
        endcase
    end
endmodule
==> out/metrics.cfg <==
[synthesis]
syn_area_per_cell_um2 = 9.53
synth.area.top_cells = dfxtp_1 (27%), mux2i_1 (13%), edfxtp_1 (12%)
syn_inst = 806
synth_area_um2 = 7680
edf_count = 30
largest_area_cell = dfxtp_1
yosys-stat-area_um2 = 7680
ys_ff = 133
ff_type = dfxtp_1
synth_top_area_share = 0.269
synth_warnings = 0
ys_seq_share = 0.386
synthArstFlopShare = 0
synth.distinct_cells = 54
ys_cells = 806

[power]
cellPowerDensity_nw_per_um2 = 210
ir_drop_uv = 147
leakagePower_uw = 0.00371

[grt]
gr-total-overflow = 0
grt.total_usage = 0.144
grt_pass1_wl_um = 29800
antenna_found_initial = 0
grt_pass1_vias = 5650
grt_max_degree = 63

[detailed_routing]
drc_errors = 0
drt-wirelength-per-cell_um = 14.8
ant_nets = 0
drt_iter0_markers = 236
n_antenna_cell = 0
avgViaCountPerCell = 4.65
drt_wl_total_um = 18500
num_vias = 5804
dr.pass1.iters = 4

[clock_tree]
clock-sinks = 133
cts_setup_buffers = 0
htree_levels = 4
cts_buffers = 17
insertion_delay_ns = 0.41
cts_tree = yes
cts_resized = 0
root_buffer = clkbuf_16
postCtsHoldBufs = 0
clk_pin_slew_worst_paths_ns = 0.06
cts_buffer_depth = 2

[sta]
layout_min_cycle_time_ns = 6.34
fin_setup_tns_ns = 0
rsz0062_at_grt = no
fin_crit_sh = 0.782
clock_skew_ns = 0.00701
tightest_slew_ns = 0.840
slew_headroom = 0.440
max_freq_mhz = 158
setup_viol = 0
drv_slew = 0
hold_violations = 0

[hold_path]
hold_path.class = reg2reg
holdCritStartpoint = state[4]$_DFF_P_

[place]
gp_congestion = 0.839
port_buffers = 184
dp.final_hpwl_um = 12900

[setup_path]
r2r_start = op_a_addr[4]$_DFFE_PP_
path_max_fanout = 4
required_ns = 8.45
end_kind = flip-flop
crit_top_cell = ha_1
path_cells = clkdlybuf4s50_1 -> ha_1 -> inv_1 -> ha_1 -> inv_1 -> fa_1 -> nor2b_1 -> o21ai_0 -> a21boi_0 -> o21ai_0 -> nor2b_1 -> xnor2_1 -> ha_1 -> or4_1 -> o22ai_1 -> xor2_1 -> nand4_1 -> xnor2_1 -> ha_1 -> o211a_1 -> a221oi_1 -> o21a_1 -> a41o_1
worstPathArrival_ns = 6.68
critPathMaxStageDelay_ns = 0.51
crit_start = read_start_addr[1]
cpMaxStageDelayCell = or4_1
critPathKind = in2reg
critPathLaunchType = input port

[cells_and_area]
drive_above_1_share = 0.0643
mostFrequentLayoutCell = clkdlybuf4s50_1
layout_top_cells = clkdlybuf4s50_1 (183), nor2_1 (119), dfxtp_1 (100)
largest_reg_flops = 64
area_growth_syn_to_layout_pct = 29.2
final_util = 0.395

[die]
die_w_um = 162
num_rows = 58
die_area_um2 = 26200
die.size.y_um = 162
core_um2 = 25100
ios = 323
fp_util = 0.306

[flow_run]
warnings = 35
cap_violations = 0

[status]
outcome = completed

-- synthesized netlist by cell type, types with 3 or more instances --
cell type	instances
mux2i_1	99
buf_1	12
nand3_1	19
ha_1	41
edfxtp_1	30
o21ai_0	31
a211oi_1	3
and3_1	5
nand4_1	3
o21a_1	4
xnor2_1	14
buf_4	64
nor2_1	119
a21oi_1	15
nor2b_1	9
mux2_2	11
clkbuf_1	30
o211ai_1	3
a22o_1	64
nand2_1	35
inv_1	21
dfxtp_1	103
xor2_1	30
-- routing by layer --
layer / GRT usage / share of wire
met1: 0.217 / 0.49
met4: 0.0167 / 0.010
met2: 0.221 / 0.45
met5: 0 / 0
met3: 0.0315 / 0.055
-- worst paths after layout --
kind | to | slack, ns | cells past startpoint
setup / recovery | state[4]$_DFF_P_ | 1.76 | 23
hold / removal | state[2]$_DFF_P_ | 0.46 | 1
setup reg to reg | state[4]$_DFF_P_ | 5.92 | 7
hold reg to reg | state[2]$_DFF_P_ | 0.46 | 1
-- cell type report --
cell class                      count  area (um^2)
Fill cell                        2495        15200
Clock inverter                     14          165
Sequential cell                   133         2970
Multi-Input combinational cell    543         3980
Timing Repair Buffer              189         1880
Tap cell                          330          413
Inverter                           21         78.8
Clock buffer                       18          429
-- kinds of logic (layout without fill, tap and decap cells) --
group | count (synthesis) | count (layout) | share of synthesized area
compound gates | 136 | 136 | 0.130
xor+xnor | 44 | 44 | 0.0502
fa+ha+maj | 43 | 43 | 0.0720
buf+inv | 130 | 242 | 0.0953
flops | 133 | 133 | 0.386
mux | 110 | 110 | 0.145
simple gates | 210 | 210 | 0.121
-- power breakdown --
group,switching [uW],internal [uW]
clock network,321,464
registers,47.7,733
logic,255,264
-- worst max-delay path, delay by kind of cell --
kind	cells	cell delay [ns]
AOI/OAI and AO/OA	8	1.37
xor gates and xnor gates	3	0.70
adders and majority gates	5	1.45
buffers and inverters	3	0.60
and+or+nand+nor	4	0.95
-- metrics by stage --
| stage | hold WS [ns] | area, um^2 | power, uW | setup slack, ns | std cells |
|---|---|---|---|---|---|
| after floorplan | 0.429 | 7680 | 1150 | 2.41 | 806 |
| after global placement | 0.469 | 9320 | 1310 | 1.34 | 1216 |
| after detailed placement | 0.464 | 9320 | 1310 | 1.31 | 1216 |
| after CTS | 0.473 | 9920 | 2120 | 1.74 | 1248 |
| after global routing | 0.489 | 9920 | 2220 | 1.22 | 1248 |
| final | 0.464 | 9920 | 2080 | 1.76 | 1248 |
Power and IR drop assume default switching activity.
